==> design/flow/design.v <==
module XRegFile #(
    parameter XLEN = 32
) (
    input clk,
    input rst_n,
    input [4:0] readAddr1,
    input [4:0] readAddr2,
    input [4:0] writeAddr,
    input writeEnable,
    input [XLEN-1:0] writeData,
    output [XLEN-1:0] readData1,
    output [XLEN-1:0] readData2
);
    reg [XLEN-1:0] xregs [0:31];
    integer i;
    always @(posedge clk or negedge rst_n) begin
        if (!rst_n) begin
            xregs[0] <= {XLEN{1'b0}};
            for(i = 1; i<32;i = i+1) begin
                xregs[i] <= {XLEN{1'b0}};
            end
        end else begin
            if (writeEnable && writeAddr != 4'd0) begin
                xregs[writeAddr] <= writeData;
            end
        end
    end
    assign readData1 = (readAddr1 != 4'd0) ? xregs[readAddr1] : {XLEN{1'b0}};
    assign readData2 = (readAddr2 != 4'd0) ? xregs[readAddr2] : {XLEN{1'b0}};
endmodule
==> design/flow/run.sh <==
#!/bin/bash
# OpenROAD 26Q1-2900-gdf79404cd8, Yosys 0.63+post, stock flow scripts
make -C /OpenROAD-flow-scripts/flow DESIGN_CONFIG=/design/flow/config.mk WORK_HOME=/design/flow/orfs finish
==> design/flow/config.mk <==
export PLATFORM = sky130hd
export DESIGN_NAME = XRegFile
export DESIGN_NICKNAME = XRegFile
export VERILOG_FILES = /design/flow/design.v
export SDC_FILE = /design/flow/constraint.sdc
export NUM_CORES = 4
export LEC_CHECK = 1
export CORE_UTILIZATION = 30
==> design/flow/constraint.sdc <==
current_design XRegFile

set clk_period 5.6
set clk_io_pct 0.2

create_clock -name clk0 -period $clk_period [get_ports {clk}]

set non_clock_inputs [all_inputs -no_clocks]
set_input_delay [expr $clk_period * $clk_io_pct] -clock clk0 $non_clock_inputs
set_output_delay [expr $clk_period * $clk_io_pct] -clock clk0 [all_outputs]
==> impl_metrics.py <==
# Auto-generated metrics
metrics = {
    "timing": {
        "worst_pin_slew_ps": 1280,
        "grt_setup_unrepaired": "no",
        "finalWorstSetupSlack_ps": 79.9,
        "fin_worst_skew_ps": 0,
        "hold_viol": 0,
        "period_used_pct": 98.6,
        "finalMaxSlewViolations": 0,
        "min_period_ps": 5520,
        "finalSetupViolations": 0,
        "max_slew_margin_pct": 14.5,
        "max_freq_mhz": 181,
    },
    "logic_synthesis": {
        "yosys_most_used_dff": "dfrtp_1",
        "ys_cells": 4296,
        "synth_cell_types": 81,
        "ys_area_sq_um": 51200,
        "edf_count": 0,
        "top_area_share_pct": 48.5,
        "syn_inst": 4296,
        "syn_area_sq_um": 51200,
        "synth_area_per_cell_sq_um": 11.9,
        "top_area_cell": "dfrtp_1",
        "topCellsByArea": "dfrtp_1 48%, mux2_2 22%, a22oi_1 8.3%, and3_1 2.5%, mux2i_1 2.0%",
        "yosysWarnings": 2,
        "yosys.stat.seqShare_pct": 48.5,
        "async_flop_share_pct": 100,
        "ys_ff": 992,
    },
    "die": {
        "initial_core_util_pct": 30.2,
        "die_width_um": 415,
        "num_io_pins": 114,
        "row_count": 151,
        "dieHeight_um": 415,
        "die_area_sq_um": 172000,
        "core_sq_um": 169000,
    },
    "clock_tree": {
        "cts.path.max_buffers": 3,
        "htreeDepth": 3,
        "hold_buffers": 0,
        "cts_made_buffers": 116,
        "cts_sinks": 992,
        "cts_tree": "yes",
        "ctsRootBufferMaster": "clkbuf_16",
        "clk_latency_ps": 770,
        "path_clk_slew_ps": 60,
    },
    "cells_and_area": {
        "area_growth_pct": 21.2,
        "nFillCells": 16200,
        "largest_reg_flops": 992,
        "drive_above_1_share_pct": 38.7,
        "reg_top3": "xregs: 992 flops",
        "largest_register": "xregs",
        "final_area_sq_um": 62100,
    },
    "placement": {
        "place.gp.congestion": 1.09,
        "place_area_sq_um": 57600,
        "dpl_worst_slack_ps": -117,
        "numPortBuffers": 113,
        "hpwl_mm": 213,
    },
    "drt": {
        "routed_wl_mm": 320,
        "drtAntennaViolNets": 0,
        "firstDrtPassIters": 9,
        "initialDrtViolationCount": 6016,
        "vias": 46100,
        "avgRoutedWirePerCell_um": 46.7,
        "drc": 0,
        "viasPerCell": 6.73,
    },
    "run_status": {
        "status": "completed",
    },
    "global_route": {
        "grt_overflow_total": 0,
        "grt_max_degree": 111,
        "grt_pass1_vias": 45300,
        "antenna_found_initial": 33,
        "track_usage_pct": 37.9,
        "grt_pass1_wl_mm": 423,
    },
    "job": {
        "drv_cap": 0,
        "warnings": 33,
    },
    "power": {
        "p_total_mw": 22.2,
        "ir_worst_vdd_mv": 0.252,
        "p_leak_nw": 27.3,
        "power_density_nw_per_um2": 358,
    },
    "setup_path": {
        "end_kind": "output pin",
        "crit_fanout": 17,
        "worstPathRequired_ps": 4480,
        "worstPathArrival_ps": 4400,
        "worst_setup_path_start_kind": "input port",
        "crit_type": "input port to output pin",
    },
    "worst_hold_path": {
        "hold_class": "input port to asynchronous set/reset pin",
    },
}
metal layers:
metal / up-vias / wire, um / share of wire [%] / GRT usage [%]
li1: 17200 / - / - / -
met4: 46 / 28400 / 8.9 / 25.6
met1: 23900 / 117000 / 37 / 47.6
met5: - / 334 / 0.10 / 0
met2: 3655 / 131000 / 41 / 51.3
met3: 1387 / 43700 / 14 / 18.8
final cells by class:
type,count,area (sq um),area share [%]
multi-input combinational,2857,25000,40.2
sequential,992,24800,40.0
timing repair buffer,539,5090,8.20
clock buffer,155,3330,5.36
tap,2218,2780,4.47
clock inverter,63,990,1.59
antenna,19,47.5,0.0766
inverter,12,45.0,0.0726
cell usage in the layout, fill, tap and decap left out, types with 17 or more instances in the layout:
cell type and instances:
dfrtp_1 992, nor2_4 52, clkbuf_16 116, a2111oi_0 49, clkdlybuf4s50_1 102, nand3_1 117
diode_2 19, a22o_1 43, mux2_1 19, nor3_1 44, or4_1 50, nand4_1 114
and3_1 204, buf_4 367, clkbuf_8 28, bufinv_16 20, o2bb2ai_1 17, clkinv_2 21
o21ai_0 19, mux2i_1 100, nand2_1 80, mux2_2 999, a222oi_1 23, a21oi_1 38
buf_12 63, nor2_1 31, a22oi_1 569
cells in the mapped netlist, drive strengths merged (11+ instances only):
cell type     n
mux2       1018
dfrtp       992
a22oi       569
clkbuf      249
and3        208
buf         186
nand3       118
nand4       114
mux2i       100
nor2         91
nand2        90
a2111oi      64
nor3         57
or4          51
a22o         43
a21oi        38
a222oi       23
nand2b       19
o21ai        19
o2bb2ai      17
a221oi       16
a32oi        16
nor2b        16
nor4         16
nor3b        15
o211ai       13
inv          11
final timing paths:
| check | from | endpoint | slack (ps) | cells past startpoint |
|---|---|---|---|---|
| worst max-delay path | readAddr2[0] | readData2[15] | 80 | 8 |
| worst min-delay path | rst_n | xregs[10][11] | 320 | 1 |
| worst max register to register | xregs[3][1] | xregs[3][1] | 4650 | 1 |
| worst min register to register | xregs[13][14] | xregs[13][14] | 520 | 1 |
| max in group asynchronous | rst_n | xregs[11][19] | 3710 | 3 |
| min in group clk0 | xregs[13][14] | xregs[13][14] | 520 | 1 |
stage by stage:
stage          hold WS, ps  TNS, ps  cells  utilization (%)
6_report               322        0   6855             36.6
3_3_place_gp           497     -303   6614             34.0
2_1_floorplan          472        0   4296                -
4_1_cts                314        0   6832             36.6
3_5_place_dp           507     -224   6614             34.0
5_1_grt                375        0   6839             36.6
logic make-up after synthesis:
family,after synthesis,share of synthesized area [%]
and+or+nand+nor,859,9.79
muxes,1119,24.4
DFF,992,48.5
AOI/OAI and AO/OA,879,13.4
buffers and inverters,447,3.97
report_power, final:
group | switching (mW) | internal, mW
clock network | 3.45 | 5.12
logic | 1.73 | 1.73
registers | 1.62 | 8.56
repair_timing:
item                                    CTS  global route
resized                                   2             1
buffers inserted                          0             3
pin swaps                                 0             1
endpoints found under the setup margin    6             4
critical path, stage by stage:
cell,delay (ps)
buf_2,420
or2_2,680
nor2_4,310
buf_4,320
a22oi_1,280
o2111ai_1,210
or4_1,570
clkdlybuf4s50_1,440
No activity file was given, so power comes from the tool's default toggle rates.
