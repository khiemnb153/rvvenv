**flow/config.mk**
```make
export PLATFORM = sky130hd
export DESIGN_NAME = XALU
export DESIGN_NICKNAME = XALU
export VERILOG_FILES = /design/flow/design.v
export SDC_FILE = /design/flow/constraint.sdc
export NUM_CORES = 4
export LEC_CHECK = 1
export CORE_UTILIZATION = 40
```
**flow/constraint.sdc**
```tcl
current_design XALU

set clk_period 20.8
set clk_io_pct 0.2

create_clock -name clk0 -period $clk_period

set non_clock_inputs [all_inputs -no_clocks]
set_input_delay [expr $clk_period * $clk_io_pct] -clock clk0 $non_clock_inputs
set_output_delay [expr $clk_period * $clk_io_pct] -clock clk0 [all_outputs]
```
**flow/design.v**
```verilog
module XALU (
    input [31:0] opd1,
    input [31:0] opd2,
    input [3:0] sel,
    input [2:0] funct3,
    input [6:0] opcode,
    output reg [31:0] result,
    output zero,
    output reg JB
);
    always @(*) begin
        case(sel)
            4'b0000: result = opd1 & opd2;  
            4'b0001: result = opd1 | opd2;  
            4'b0010: result = opd1 + opd2;  
            4'b0011: result = opd1 ^ opd2;  
            4'b0100: result = opd1 << opd2;  
            4'b0101: result = opd1 >> opd2;  
            4'b0110: result = opd1 - opd2;  
            4'b0111: result = (opd1 < opd2) ? 32'b1 : 32'b0;  
            4'b1000: result = ($signed(opd1) < $signed(opd2)) ? 32'b1 : 32'b0;  
            4'b1001: result = opd1 >>> opd2;  
            4'b1010: result = opd2;
            default: result = 32'b0;
        endcase
    end
    assign zero = (result == 32'b0) ? 1'b1 : 1'b0;
    always@(*) begin
        case(opcode)
            7'b1101111: JB = 1'b1;
            7'b1100111: JB = 1'b1;
            7'b1100011: if(funct3 == 3'b000 && result == 32'b0) JB = 1'b1;
                        else if (funct3 == 3'b001 && result != 32'b0) JB = 1'b1;
                        else if (funct3 == 3'b100 && result == 32'b1) JB = 1'b1;
                        else if (funct3 == 3'b101 && result != 32'b1) JB = 1'b1;
                        else if (funct3 == 3'b110 && result == 32'b1) JB = 1'b1;
                        else if (funct3 == 3'b111 && result != 32'b1) JB = 1'b1;
                        else JB = 1'b0;
            default: JB = 1'b0;
        endcase
    end
endmodule
```
**flow/run.sh**
```bash
#!/bin/bash
# OpenROAD 26Q1-2900-gdf79404cd8, Yosys 0.63+post, stock flow scripts
make -C /OpenROAD-flow-scripts/flow DESIGN_CONFIG=/design/flow/config.mk WORK_HOME=/design/flow/orfs finish
```
==> impl_metrics.py <==
# Auto-generated metrics
metrics = {
    "sta": {
        "rsz0062_at_grt": "false",
        "fmax_mhz": 70.6,
        "finalHoldViolations": 0,
        "fin_crit_sh_pct": 68.1,
        "layout_min_cycle_time_ns": 14.16,
        "relSlewSlack_pct": 34.6,
        "slew_viol_final": 0,
        "worst_slew_pin_slew_ns": 0.974,
        "setup_tns_ns": 0,
        "setup_violations": 0,
    },
    "cells_and_area": {
        "nClkBuffers": 0,
        "postLayoutCellArea_mm2": 0.0116,
        "most-common-layout-cells": "136 x nor2_1, 131 x nand2_1, 108 x clkdlybuf4s50_1",
        "flops": 0,
        "drive_gt1_share_pct": 9.50,
        "fill_cells": 2625,
        "lay_top_count": "nor2_1",
        "logic_area_mm2": 0.00944,
        "instances_no_fill": 1825,
        "area_growth_pct": 12.0,
        "seq_area_um2": 0,
    },
    "route": {
        "drt_iter0_drc": 1446,
        "drcViolationCount": 0,
        "num_vias": 13100,
        "via_per_inst": 7.16,
        "drt_first_pass_iters": 8,
        "routedWlPerCell_um": 30.6,
        "finalWirelength_mm": 55.8,
        "final_antenna_net_count": 0,
    },
    "grt": {
        "overflow": 0,
        "grt_pass1_wl_mm": 80.6,
        "grt_max_degree": 52,
        "track_usage_pct": 42.4,
        "antenna_found_initial": 3,
        "grt_pass1_vias": 12000,
    },
    "worst_setup_path": {
        "cp_slowest_cell": "o311ai_0",
        "startpoint_type": "input port",
        "cp_top_family": "buffers and inverters",
        "end_kind": "output pin",
        "crit_buf_inv": 6,
        "criticalPathCategory": "input port to output pin",
        "cpMostUsedCell": "buf_4",
        "crit_fanout": 26,
        "cp_num_cells": 19,
        "critPathMaxStageDelay_ns": 0.77,
        "arrival_ns": 10.00,
        "startpoint": "opd2[4]",
        "worstPathRequired_ns": 16.64,
        "path_cells": "clkdlybuf4s50_1, buf_4, clkinv_1, buf_4, ha_1, nand2_1, o311ai_0, buf_4, nand2_1, xor2_1, o221ai_1, a211o_1, nor4_2, nand4_1, nor4_1, nand3_1, nand4b_1, o211ai_1, clkdlybuf4s50_1",
    },
    "floorplan": {
        "io_pins": 112,
        "die-area_mm2": 0.0266,
        "die_x_um": 163,
        "core_mm2": 0.0253,
        "die_y_um": 163,
        "rows": 58,
        "initial_core_util_pct": 41.1,
    },
    "run_status": {
        "outcome": "finished, final reports clean",
    },
    "logic_synthesis": {
        "yosys_area_mm2": 0.0104,
        "yosysCellCount": 1467,
        "synth_cell_types": 92,
        "synth_cells": 1467,
        "ys_warn_count": 1,
        "syn-cell-area_mm2": 0.0104,
        "syn_avg_cell_area_um2": 7.09,
        "yosysSeqAreaShare_pct": 0,
    },
    "pwr": {
        "p_switching_mw": 0.200,
        "power.leakage_nw": 4.58,
        "p_int_mw": 0.123,
        "power.density_mw_per_mm2": 27.8,
        "swShare_pct": 61.9,
        "peakVddDrop_mv": 0.0227,
    },
    "clocking": {
        "ctsHoldBuffers": 0,
        "cts.repair.resized": 0,
        "post_cts_buffers": 0,
    },
    "place": {
        "io_buffers": 112,
        "place_area_mm2": 0.0116,
        "dp_hpwl_mm": 43.7,
        "gp_congestion": 1.05,
        "dp_cells": 1824,
    },
    "flow_run": {
        "cap_violations": 0,
        "tool_warnings": 96,
    },
    "min_path": {
        "min_path_cells": 4,
        "hold_path.startpoint": "opcode[2]",
        "hold_class": "input port to output pin",
    },
}
## path summary, 6_finish.rpt
kind | slack, ns | endpoint
worst max-delay path | 6.64 | JB
worst min-delay path | 9.26 | JB
## per-layer routing
metal	up-vias	track usage, %	wire [um]
met3	168	8.82	5650
li1	5699	-	-
met1	6366	59.2	22800
met5	-	0	17
met2	840	63.7	24500
met4	2	17.8	2790
## power by group through the flow
stage | Clock, mW | Sequential [mW] | Combinational [mW]
after CTS | 0 | 0 | 0.314
after global routing | 0 | 0 | 0.340
## cell type report
cell class / instances / area share, %
Antenna cell: 1 / 0.0215
Inverter: 108 / 3.48
Multi-Input combinational cell: 1237 / 81.1
Tap cell: 330 / 3.55
Timing Repair Buffer: 149 / 11.9
## stage by stage
stage	setup slack (ns)	hold WS [ns]	power, mW	util [%]
2_1_floorplan	8.61	8.41	0.192	-
3_3_place_gp	6.63	9.26	0.314	46.0
3_5_place_dp	6.80	9.25	0.313	46.0
4_1_cts	6.76	9.26	0.314	46.0
5_1_grt	6.39	9.31	0.340	46.0
6_report	6.64	9.26	0.324	46.0
## synthesized netlist by cell type (10+ instances only)
cell type / count / area share (%)
o2111ai_1: 15 / 1.3
o32ai_1: 10 / 0.84
and3_1: 15 / 0.90
o21ai_0: 63 / 3.0
inv_1: 104 / 3.8
nor2_1: 136 / 4.9
xnor2_1: 15 / 1.3
mux2i_1: 56 / 5.4
nor4_1: 20 / 1.2
nor2b_1: 30 / 1.8
o22ai_1: 19 / 1.1
nand2b_1: 14 / 0.84
o31ai_1: 21 / 1.5
clkbuf_1: 74 / 2.7
nand4_1: 23 / 1.4
a21oi_1: 101 / 4.9
nand3_1: 39 / 1.9
a22oi_1: 20 / 1.4
o221ai_1: 11 / 0.93
o211ai_1: 32 / 2.3
and2_1: 12 / 0.72
nor3_1: 33 / 1.6
a221oi_1: 16 / 1.3
mux4_2: 50 / 11
ha_1: 96 / 12
a21o_1: 17 / 1.2
buf_2: 24 / 1.2
a31oi_1: 17 / 1.0
nand2_1: 131 / 4.7
a22o_1: 12 / 1.0
mux2_2: 19 / 2.1
a221o_1: 11 / 1.1
buf_1: 10 / 0.36
a211oi_1: 25 / 1.8
## cell families (layout without fill, tap and decap cells)
kind of cell	Yosys count	count (layout)	synth area share (%)
adder cells (fa/ha/maj)	98	98	11.9
AND/OR/NAND/NOR	504	504	24.3
multiplexers	131	131	19.6
XOR/XNOR	17	17	1.43
AND-OR/OR-AND	487	487	33.3
other	0	1	0
buffers and inverters	230	257	9.43
Power figures rest on the tool's default switching activity, not on a simulated workload.
